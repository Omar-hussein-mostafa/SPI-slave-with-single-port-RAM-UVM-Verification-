$ cat /design/flow/run.sh
#!/bin/bash
# OpenROAD 26Q1-2900-gdf79404cd8, Yosys 0.63+post, stock flow scripts
make -C /OpenROAD-flow-scripts/flow DESIGN_CONFIG=/design/flow/config.mk WORK_HOME=/design/flow/orfs finish
$ cat /design/flow/config.mk
export PLATFORM = sky130hd
export DESIGN_NAME = SPI_WITH_SPR
export DESIGN_NICKNAME = SPI_WITH_SPR
export VERILOG_FILES = /design/flow/design.v
export SDC_FILE = /design/flow/constraint.sdc
export NUM_CORES = 4
export LEC_CHECK = 1
export CORE_UTILIZATION = 50
$ cat /design/flow/constraint.sdc
current_design SPI_WITH_SPR

set clk_period 30.3
set clk_io_pct 0.2

create_clock -name clk0 -period $clk_period [get_ports {clk}]

set non_clock_inputs [all_inputs -no_clocks]
set_input_delay [expr $clk_period * $clk_io_pct] -clock clk0 $non_clock_inputs
set_output_delay [expr $clk_period * $clk_io_pct] -clock clk0 [all_outputs]
$ cat /design/flow/design.v
interface Ram_if(clk);
    input clk;
    logic     [9:0] din;
    logic           rst_n, rx_valid;
    logic  [7:0] dout,dout_exp;
    logic        tx_valid,tx_valid_exp;
endinterface
package shared_pkg;
    parameter IDLE      = 3'b000;
    parameter WRITE     = 3'b001;
    parameter CHK_CMD   = 3'b010;
    parameter READ_ADD  = 3'b011;
    parameter READ_DATA = 3'b100;
endpackage
interface spi_if(clk);
    input clk;
    logic MOSI, SS_n, rst_n;
    logic MISO,MISO_exp;
    logic tx_valid,rx_valid,rx_valid_exp;
    logic [9:0] rx_data,rx_data_exp;
    logic [7:0] tx_data;
endinterface
interface wrapper_if(clk);
    input clk;
    logic SS_n,rst_n,MOSI,MISO,MISO_exp;
endinterface
module SPI_WITH_SPR#(parameter MEM_DEPTH=256,parameter ADDR_SIZE=8)(clk,rstn,MISO,MOSI,SS_n);
input clk,rstn,SS_n,MOSI;
output MISO;
wire tx_valid,rx_valid;
wire [7:0] tx_data;
wire[9:0] rx_data;
SPI_slave_op SPI(MOSI,MISO,clk,rstn,rx_data,tx_data,rx_valid,tx_valid,SS_n);
SPR #(MEM_DEPTH,ADDR_SIZE)RAM(rx_data,clk,rstn,rx_valid,tx_valid,tx_data);
endmodule
module SPI_slave_op(MOSI,MISO,clk,rstn,rx_data,tx_data,rx_valid,tx_valid,SS_n);
localparam IDLE      = 3'b000;
localparam CHK_CMD   = 3'b001;
localparam WRITE     = 3'b010;
localparam READ_ADD  = 3'b011;
localparam READ_DATA = 3'b100;
input MOSI,clk,rstn,tx_valid,SS_n;
input [7:0]tx_data;
output reg MISO,rx_valid;
output reg [9:0]rx_data;
(*fsm_encoding="sequential"*)
reg [2:0]ns,cs;                  
wire [3:0]count;
wire [3:0]count_10;
reg flag,Read_add_data_inx,counter_enable,counter_8_enable;
down_counter #(11,4) down_counter_10(clk,rstn && cs!=CHK_CMD ,counter_enable,count_10);  
down_counter #(10,4)tx_to_MISO(clk,rstn&& (cs!=CHK_CMD),counter_8_enable,count);         
always @(*) begin
    case (cs)
        IDLE:begin
            if(SS_n) ns=IDLE;
            else begin
                ns=CHK_CMD;
            end
        end
        CHK_CMD:begin
            if(SS_n) ns=IDLE;
            else begin
                if(MOSI) begin
                    if(!Read_add_data_inx) begin 
                        ns=READ_ADD;
                    end
                    else if (Read_add_data_inx) begin
                        ns=READ_DATA;
                    end
                end
                else begin
                    ns=WRITE;
                end
            end
        end
        WRITE:begin
            if(SS_n) ns=IDLE;
            else begin
                ns=WRITE;
            end
        end
        READ_ADD:begin
            if(SS_n) ns=IDLE;
            else begin
                ns=READ_ADD;
            end 
        end
        READ_DATA: begin
            if(SS_n) ns=IDLE;
            else begin
                ns=READ_DATA;
            end
        end
    endcase
end
always @(posedge clk) begin
    if (!rstn) begin
        cs<=3'b000;
    end
    else begin
        cs<=ns;
    end
end
always @(posedge clk) begin
    if(!rstn) begin
        rx_data<=8'b0;
        rx_valid<=0;
        MISO<=0;
        Read_add_data_inx<=0;
        flag<=0;
        counter_enable<=0;
        counter_8_enable<=0;
    end
    else begin
        case(cs)
            WRITE: begin
                if(count_10>4'b0) begin
                    rx_data[count_10-1]<=MOSI;
                    MISO<=0;
                    if(count_10==1) counter_enable<=0;
                end
                else if (count_10==4'b0) begin
                   rx_valid<=1; 
                end
            end
            READ_ADD: begin
                if(count_10>4'b0) begin
                    rx_data[count_10-1]<=MOSI;
                    MISO<=0;
                    if(count_10==1) counter_enable<=0;
                end
                else if (count_10==4'b0) begin
                   rx_valid<=1;
                    Read_add_data_inx<=1;
                end
            end
            READ_DATA: begin
                if(!tx_valid) begin
                    MISO<=0;
                    if(count_10>4'b0) begin
                        if(flag) begin
                            rx_data[count_10-2]<=MOSI; 
                            MISO<=0;
                        end
                        else begin
                            rx_data[count_10-1]<=MOSI; 
                            MISO<=0;
                        end
                    end
                    else if (count_10==4'b0) begin
                       rx_valid<=1; 
                       flag<=1;
                       counter_8_enable<=1;
                    end
                end
                else begin 
                    rx_valid<=0;
                    if(count>0) begin
                        MISO<=tx_data[count-1];  
                        if(count==1) counter_8_enable<=0;
                    end
                    else begin
                        Read_add_data_inx<=0;
                        flag<=0;
                        MISO<=0;
                    end
                end
            end
            CHK_CMD :begin
                rx_valid<=0;
                flag<=0;
                counter_8_enable<=0;
            end
            IDLE: begin
                rx_valid<=0;  
                MISO<=0; 
                rx_data<=0;
                counter_enable<=1;
            end
            default :begin
                rx_valid<=0;
                MISO<=0;
            end
        endcase
    end
end
endmodule
module SPR#(parameter MEM_DEPTH=256,parameter ADDR_SIZE=8)(din,clk,rstn,rx_valid,tx_valid,dout);
input [9:0]din;
input clk,rstn,rx_valid;
output reg tx_valid;
output reg [7:0]dout;
reg [7:0] MEM[255:0];
reg [7:0]Wr_addr,Rd_addr;  
always @(posedge clk) begin
    if(!rstn) begin
        dout<=8'b0;
        Wr_addr<=8'b0;
        Rd_addr<=8'b0;
        tx_valid<=0;
    end
    else begin
        if(rx_valid) begin
            case({din[9:8]})
                2'b00: begin
                    Wr_addr<=din[7:0];
                    tx_valid<=0;
                end
                2'b01: begin
                    MEM[Wr_addr]<=din[7:0];
                    tx_valid<=0; 
                end
                2'b10: begin
                    Rd_addr<=din[7:0];
                    tx_valid<=0;
                end
                2'b11: begin
                    dout<=MEM[Rd_addr];
                    tx_valid<=1;
                end
            endcase
        end 
    end
end
endmodule
module down_counter#(parameter MOD=8,parameter COUNTER_BITS=3)(clk,rstn,enable,count);
input clk,rstn,enable;
output reg [COUNTER_BITS-1:0] count;
always @(posedge clk ) begin
    if(~rstn) begin
        count<=MOD-1;
    end
    else if(enable) begin
        if(count==0)begin
            count<=MOD-1;
        end
        if(count>0) begin
           count<=count-1; 
        end
    end
end
endmodule
==> flow_metrics.tcl <==
# yosys + openroad results
set metrics [dict create \
    clockBufferDepth 3 \
    ctsHoldBuffers 0 \
    outcome "completed" \
    drt-initial-drc-count 3734 \
    holdCritPathClass "reg -> reg" \
    cp_cell_sequence "clkdlybuf4s50_1 > buf_4 > nand2_1 > nor3b_1 > nor3b_1 > nand2_1 > buf_4 > nor2_1" \
    cp_num_buf_inv 3 \
    die_y_microns 409.5 \
    portBuffers 4 \
    num_rows 149 \
    drc 0 \
    ys_area_sq_mm 0.08301 \
    drive_above_1_share_pct 20.95 \
    max_freq_mhz 107.4 \
    post_cts_buffers 0 \
    dieArea_sq_mm 0.1677 \
    cap_violations 0 \
    worstSkewPairLatency_ns 0.86 \
    syn_avg_cell_area_sq_um 19.39 \
    grt_pass1_vias 46935 \
    min_period_ns 9.314 \
    crit_path_max_incr_delay_ns 0.63 \
    top_area_cell "edfxtp_1" \
    yosysMostFrequentCell "edfxtp_1" \
    die_w_microns 409.5 \
    pin_count 5 \
    netlist_top_cells_count "edfxtp_1, mux4_2, nor2_1" \
    edf_count 2048 \
    yosysCellCount 4282 \
    grt_pass1_wl_mm 339.5 \
    routabilityCongestion 0.9905 \
    worst_setup_path_start_kind "input port" \
    grt_max_degree 101 \
    utilization_pct 56.26 \
    path_clk_slew_ns 0.06 \
    relSlewSlack_pct 24.71 \
    area_growth_syn_to_layout_pct 11.70 \
    ys_ff 2103 \
    p_per_area_mw_per_mm2 62.44 \
    crit_arrival_ns 9.78 \
    fp-utilization_pct 50.37 \
    period_used_pct 30.74 \
    synth_cell_types 75 \
    syn_inst 4282 \
    async_reset_ff_share_pct 0 \
    yosys-top-cells-area "edfxtp_1, mux4_2, mux2i_1" \
    cp-end-kind "register" \
    maxSlewViolCount 0 \
    rsz0062_at_grt "no" \
    slowest_stage "nor3b_1" \
    root_buffer "clkbuf_16" \
    routedWlPerCell_microns 35.03 \
    routed-via-count 42825 \
    fillerInstances 12219 \
    routed_wl_mm 237.3 \
    finalClockSkew_ns 0.02779 \
    unclocked_regs 3 \
    setup_tns_ns 0 \
    grt_antenna_before_repair 5 \
    required_ns 30.77 \
    finalSetupViolCount 0 \
    unconstrained_endpoints 3 \
    finalPower_mw 5.790 \
    ant_nets 0 \
    hpwlAfterDp_mm 149.3 \
    routed_via_density 6.323 \
    core_area_sq_mm 0.1648 \
    critPathTopFamily "simple AND/OR/NAND/NOR gates" \
    syn-cell-area_sq_mm 0.08301 \
    path_class "in -> reg" \
    ff_type "edfxtp_1" \
    htree_num_levels 4 \
    first_pass_iters 5 \
    cts.repair.resized 0 \
    hold_viol 0 \
    p_leak_nw 27.92 \
    cts_buffers 205 \
    grt_usage_pct 32.49 \
    tritoncts "done" \
    worst_pin_slew_ns 1.127 \
    critPathMaxFanout 40 \
    synth.top_cell.area_share_pct 74.08 \
    yosysWarnings 6 \
    grt-ovfl-total 0 \
    warning_count 38 \
    ir_drop_v 0.00006014 \
]
logic make-up after synthesis:
| group | share of synthesized area (%) |
|---|---|
| muxes | 14.61 |
| adders and majority gates | 0.3617 |
| latches | 0.05426 |
| and+or+nand+nor | 4.198 |
| DFF | 75.34 |
| xor gates and xnor gates | 0.08441 |
| AOI/OAI and AO/OA | 3.646 |
| buffers and inverters | 1.711 |
cells in the final DEF (no fill, tap or decap), types with 55 or more instances in the layout:
master / count
edfxtp_1: 2048
mux4_2: 427
nor2_1: 348
mux2i_1: 218
clkbuf_16: 205
nand2_1: 171
buf_4: 156
nand3_1: 63
o22ai_1: 59
o21ai_0: 55
a22oi_1: 55
path summary, 6_finish.rpt:
kind / end / depth (start not counted) / startpoint / slack (ns)
worst max-delay path: RAM.MEM[112][6] / 8 / rstn / 20.99
worst min-delay path: RAM.dout[1] / 1 / RAM.dout[1] / 0.47
worst max register to register: RAM.dout[2] / 10 / RAM.Rd_addr[0] / 24.74
worst min register to register: RAM.dout[1] / 1 / RAM.dout[1] / 0.47
state kept, by name, indices dropped and copies added (netlist names):
name / cells
RAM.MEM: 2048
SPI.rx_data: 10
RAM.Rd_addr: 8
RAM.Wr_addr: 8
RAM.dout: 8
SPI.down_counter_10.count: 4
SPI.tx_to_MISO.count: 4
SPI.cs: 3
SPI.ns: 3
RAM.tx_valid: 1
SPI.MISO: 1
SPI.Read_add_data_inx: 1
SPI.counter_8_enable: 1
SPI.counter_enable: 1
SPI.flag: 1
SPI.rx_valid: 1
metrics by stage:
| stage | cell area (sq um) | hold slack [ns] | worst slack [ns] | std cells |
|---|---|---|---|---|
| after detailed placement | 85870 | 0.4477 | 20.11 | 6387 |
| after CTS | 92700 | 0.4617 | 21.01 | 6766 |
| after global routing | 92710 | 0.4969 | 20.80 | 6767 |
| after floorplan | 83010 | 0.4208 | 22.25 | 4282 |
| after global placement | 85870 | 0.4487 | 20.17 | 6387 |
| final | 92720 | 0.4669 | 20.99 | 6773 |
routing by layer:
metal  track usage, %  part of all wire (%)  vias to the layer above
li1                 -                     -                    17885
met5            2.213                  0.15                        -
met4            9.341                   4.0                       12
met1            42.56                    32                    21236
met3            26.62                    19                      422
met2            43.63                    45                     3270
cell type report:
type	instances	area, sq um	share of cell area, %
Clock buffer	231	5228	5.638
Clock inverter	148	1608	1.734
Tap cell	2189	2739	2.954
Antenna cell	7	17.52	0.01889
Multi-Input combinational cell	1908	19050	20.55
Timing Repair Buffer	168	1371	1.479
Sequential cell	2103	62630	67.55
Inverter	19	76.32	0.08231
where the power goes:
group | switching (mW) | internal, mW | leakage [nW]
clock | 1.11 | 1.46 | 3.29
combinational | 0.0404 | 0.0116 | 5.51
sequential | 0.00547 | 3.16 | 19.1
Power is estimated from default activity; no workload was simulated.
