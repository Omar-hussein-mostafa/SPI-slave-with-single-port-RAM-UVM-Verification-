===== /design/flow/run.sh =====
#!/bin/bash
# OpenROAD 26Q1-2900-gdf79404cd8, Yosys 0.63+post, stock flow scripts
make -C /OpenROAD-flow-scripts/flow DESIGN_CONFIG=/design/flow/config.mk WORK_HOME=/design/flow/orfs finish

===== /design/flow/config.mk =====
export PLATFORM = sky130hd
export DESIGN_NAME = WRAPPER
export DESIGN_NICKNAME = WRAPPER
export VERILOG_FILES = /design/flow/design.v
export SDC_FILE = /design/flow/constraint.sdc
export NUM_CORES = 4
export LEC_CHECK = 1
export CORE_UTILIZATION = 50

===== /design/flow/constraint.sdc =====
current_design WRAPPER

set clk_period 32.2
set clk_io_pct 0.2

create_clock -name clk0 -period $clk_period [get_ports {clk}]

set non_clock_inputs [all_inputs -no_clocks]
set_input_delay [expr $clk_period * $clk_io_pct] -clock clk0 $non_clock_inputs
set_output_delay [expr $clk_period * $clk_io_pct] -clock clk0 [all_outputs]

===== /design/flow/design.v =====
interface Ram_if(clk);
    input clk;
    logic     [9:0] din;
    logic           rst_n, rx_valid;
    logic  [7:0] dout,dout_exp;
    logic        tx_valid,tx_valid_exp;
endinterface
package shared_pkg;
    parameter IDLE      = 3'b000;
    parameter WRITE     = 3'b001;
    parameter CHK_CMD   = 3'b010;
    parameter READ_ADD  = 3'b011;
    parameter READ_DATA = 3'b100;
endpackage
interface spi_if(clk);
    input clk;
    logic MOSI, SS_n, rst_n;
    logic MISO,MISO_exp;
    logic tx_valid,rx_valid,rx_valid_exp;
    logic [9:0] rx_data,rx_data_exp;
    logic [7:0] tx_data;
endinterface
interface wrapper_if(clk);
    input clk;
    logic SS_n,rst_n,MOSI,MISO,MISO_exp;
endinterface
module RAM (din,clk,rst_n,rx_valid,dout,tx_valid);
input      [9:0] din;
input            clk, rst_n, rx_valid;
output reg [7:0] dout;
output reg       tx_valid;
reg [7:0] MEM [255:0];
reg [7:0] Rd_Addr, Wr_Addr;
always @(posedge clk) begin
    if (~rst_n) begin
        dout <= 0;
        tx_valid <= 0;
        Rd_Addr <= 0;
        Wr_Addr <= 0;
    end
    else  begin              
        if (rx_valid) begin
            case (din[9:8])
                2'b00 : Wr_Addr <= din[7:0];
                2'b01 : MEM[Wr_Addr] <= din[7:0];
                2'b10 : Rd_Addr <= din[7:0];
                2'b11 : dout <= MEM[Rd_Addr];            
                default : dout <= 0;
            endcase
        end
        if(din[9] && din[8] && rx_valid) begin
            tx_valid<=1;
        end
        else if ((!din[9] || !din[8]) && rx_valid) begin
            tx_valid<=0;
        end
    end
end
endmodule
module SLAVE (MOSI,MISO,SS_n,clk,rst_n,rx_data,rx_valid,tx_data,tx_valid);
localparam IDLE      = 3'b000;
localparam WRITE     = 3'b010;
localparam CHK_CMD   = 3'b001;
localparam READ_ADD  = 3'b011;
localparam READ_DATA = 3'b100;
input            MOSI, clk, rst_n, SS_n, tx_valid;
input      [7:0] tx_data;
output reg [9:0] rx_data;
output reg       rx_valid, MISO;
reg [3:0] counter;
reg       received_address;
reg [2:0] cs, ns;
always @(posedge clk) begin
    if (~rst_n) begin
        cs <= IDLE;
    end
    else begin
        cs <= ns;
    end
end
always @(*) begin
    case (cs)
        IDLE : begin
            if (SS_n)
                ns = IDLE;
            else
                ns = CHK_CMD;
        end
        CHK_CMD : begin
            if (SS_n)
                ns = IDLE;
            else begin
                if (~MOSI)
                    ns = WRITE;
                else begin
                    if (!received_address)           
                        ns = READ_ADD; 
                    else
                        ns = READ_DATA;
                end
            end
        end
        WRITE : begin
            if (SS_n)
                ns = IDLE;
            else
                ns = WRITE;
        end
        READ_ADD : begin
            if (SS_n)
                ns = IDLE;
            else
                ns = READ_ADD;
        end
        READ_DATA : begin
            if (SS_n)
                ns = IDLE;
            else
                ns = READ_DATA;
        end
    endcase
end
always @(posedge clk) begin
    if (~rst_n) begin 
        rx_data <= 0;
        rx_valid <= 0;
        received_address <= 0;
        MISO <= 0;
    end
    else begin
        case (cs)
            IDLE : begin
                rx_valid <= 0;
                MISO     <= 0;       
                rx_data  <= 0;       
            end
            CHK_CMD : begin
                counter <= 10;      
            end
            WRITE : begin
                if (counter > 0) begin
                    rx_data[counter-1] <= MOSI;
                    counter <= counter - 1;
                end
                else begin
                    rx_valid <= 1;
                end
            end
            READ_ADD : begin
                if (counter > 0) begin
                    rx_data[counter-1] <= MOSI;
                    counter <= counter - 1;
                end
                else begin
                    rx_valid <= 1;
                    received_address <= 1;
                end
            end
            READ_DATA : begin
                if (tx_valid) begin
                    rx_valid <= 0;
                    if (counter > 0) begin
                        MISO <= tx_data[counter-1];
                        counter <= counter - 1;
                    end
                    else begin
                        MISO<=0;
                        received_address <= 0;
                    end
                end
                else begin
                    MISO<=0;
                    if (counter > 0) begin
                        rx_data[counter-1] <= MOSI;
                        counter <= counter - 1;
                    end
                    else begin
                        rx_valid <= 1;
                        counter <= 9;      
                    end
                end
            end
        endcase
    end
end
endmodule
module WRAPPER (MOSI,MISO,SS_n,clk,rst_n);
input  MOSI, SS_n, clk, rst_n;
output MISO;
wire [9:0] rx_data_din;
wire       rx_valid;
wire       tx_valid;
wire [7:0] tx_data_dout;
RAM   RAM_instance   (rx_data_din,clk,rst_n,rx_valid,tx_data_dout,tx_valid);
SLAVE SLAVE_instance (MOSI,MISO,SS_n,clk,rst_n,rx_data_din,rx_valid,tx_data_dout,tx_valid);
endmodule

==> results.cfg <==
; synthesis and place-and-route metrics
[worst_setup_path]
start_kind = primary input
crit_required_ps = 32650
crit_arrival_ps = 10080
critPathKind = in2reg
cp_max_fo = 36
crit_path_end_kind = flop

[sta]
setup_viol = 0
hold_viol = 0
setup_tns_ps = 0
max_freq_mhz = 103.8
hold_ws_ps = 479.1
unclocked_regs = 3
slew_headroom_pct = 16.90
skew_ps = 52.05
worst_pin_slew_ps = 1215
untimed_endpoints = 3
rsz0062_at_grt = no
fin_crit_sh_pct = 29.92
post-route-min-period_ps = 9635
slew_violations = 0

[routing]
route.antenna.remaining_nets = 0
vias_per_cell = 6.310
vias = 41850
drt-pass1-iter-count = 5
drt_wl_total_um = 232800
routedWlPerCell_um = 35.10
remaining_drc_errors = 0
drt_iter0_markers = 3160

[global_route]
antenna_found_initial = 11
overflow = 0
grt_pass1_wl_um = 330400
grt_max_degree = 106
track_usage_pct = 32.50
grt_pass1_vias = 46120

[clock_network]
clk_pin_slew_worst_paths_ps = 60
clk_latency_ps = 860
h-tree-depth = 4
cts_tree = yes
root_buffer = clkbuf_16
cts_buffers = 206
ctsHoldBuffers = 0
clock_path_buffers = 3
cts-resized-gates = 0
post_cts_buffers = 0

[synth]
synth_top_flop_cell = edfxtp_1
ys_async_sr_fraction_pct = 0
ys_ff = 2096
ys_chip_area_um2 = 81900
synth_cells = 4143
ys_cells = 4143
yosysUniqueCellTypes = 67
synth_area_um2 = 81900
edf_count = 2052
yosys_warnings = 2
syn_area_per_cell_um2 = 19.77

[cells_and_area]
drive_above_1_share_pct = 19.94
syn_to_final_growth_pct = 11.46
final_cell_area_um2 = 91290

[placed_design]
hpwlAfterDp_um = 146300
gp_congestion = 0.9716
placed_area_um2 = 84710
io_buffers = 4

[power]
p_leak_nw = 26.39
power_density_nw_per_um2 = 57.89
ir_worst_vdd_uv = 63.36

[job]
maxCapViolCount = 0
warning_count = 31

[floorplan]
pin_count = 5
chipWidth_um = 406.7
rows = 148
coreArea_um2 = 162800
die_area_um2 = 165400
die_h_um = 406.7
fp_util_pct = 50.32

[worst_hold_path]
hold_path_class = reg2reg

[status]
status = completed
flip-flops by register name, summed over array words and instances (netlist names):
signal	flops
RAM_instance.MEM	2048
SLAVE_instance.rx_data	10
RAM_instance.Rd_Addr	8
RAM_instance.Wr_Addr	8
RAM_instance.dout	8
SLAVE_instance.counter	4
SLAVE_instance.cs	3
SLAVE_instance.ns	3
RAM_instance.tx_valid	1
SLAVE_instance.MISO	1
SLAVE_instance.received_address	1
SLAVE_instance.rx_valid	1
where the power goes:
group / internal, mW / total, mW / switching [mW] / leakage (nW)
logic: 0.00142 / 0.00379 / 0.00237 / 5.02
clock network: 1.32 / 2.34 / 1.02 / 3.21
registers: 2.94 / 2.94 / 0.000236 / 18.2
final timing paths:
kind / start / endpoint / slack [ps] / depth (start not counted)
max: rst_n / RAM_instance.MEM[54][7] / 22570 / 8
min: RAM_instance.dout[7] / RAM_instance.dout[7] / 480 / 1
max reg2reg: RAM_instance.Rd_Addr[0] / RAM_instance.dout[0] / 26700 / 11
min reg2reg: RAM_instance.dout[7] / RAM_instance.dout[7] / 480 / 1
critical path, cell delays in order:
cell             delay (ps)
clkdlybuf4s50_1         460
buf_4                   340
nand2_1                 210
or2_2                   330
nor3b_1                 470
nand2_1                 660
buf_4                   500
nor2_1                  620
area by class of cell:
type,count,area [µm²]
flip-flops and latches,2096,62530
well taps,2175,2721
inverters,11,43.79
fillers,11890,71480
clock inverters,131,1212
repair buffers,171,1369
multi-input cells,1797,18040
diodes,4,10.01
clock buffers,247,5360
cell usage after synthesis (22+ instances only):
cell type,instances,share of area (%)
a211oi_1,25,0.23
a21oi_1,71,0.43
a22oi_1,49,0.45
buf_2,41,0.25
buf_4,29,0.27
buf_6,41,0.56
clkbuf_1,118,0.54
dfxtp_1,41,1.0
edfxtp_1,2052,75
mux2i_1,279,3.4
mux4_2,397,11
nand2_1,141,0.65
nand3_1,28,0.17
nor2_1,308,1.4
nor2b_1,22,0.17
nor3_1,48,0.29
o21ai_0,52,0.32
o221ai_1,60,0.64
o22ai_1,87,0.66
stage by stage:
step                std cells  power [mW]  worst slack, ps  utilization, %
floorplan                4143       3.004            23800               -
global placement         6250       3.004            21900           52.04
detailed placement       6250       3.004            21790           52.04
CTS                      6628       5.317            22630           56.08
global route             6628       5.420            22430           56.08
finish                   6632       5.284            22570           56.08
logic make-up after synthesis:
family,count (synthesis),share of synthesized area (%)
AOI/OAI and AO/OA,457,3.851
adders and majority gates,10,0.1528
muxes,680,14.38
DFF,2093,76.24
latches,3,0.05499
and+or+nand+nor,645,3.524
buffers and inverters,250,1.745
xor gates and xnor gates,5,0.05348
metal layers:
layer	share of wire, %	vias up	track usage, %
li1	-	17440	-
met1	31	20830	42.41
met2	45	3092	43.76
met3	19	466	26.17
met4	4.2	22	9.906
met5	0.28	-	2.736
cells in the final DEF, fill, tap and decap left out, types with 8 or more instances in the layout:
cell type	synthesis	routed
edfxtp_1	2052	2052
mux4_2	397	397
nor2_1	308	306
mux2i_1	279	279
clkbuf_16	0	207
buf_4	29	161
nand2_1	141	140
o22ai_1	87	87
a21oi_1	71	71
o221ai_1	60	60
o21ai_0	52	52
clkinv_1	1	52
a22oi_1	49	49
nor3_1	48	47
clkinv_2	0	38
clkbuf_1	118	37
dfxtp_1	41	29
nand3_1	28	28
a211oi_1	25	25
nor2b_1	22	20
nor4_1	18	18
a21boi_0	17	17
a31oi_1	16	16
bufinv_16	0	16
a22o_1	13	13
dfxtp_4	0	12
nand2b_1	12	11
and2_1	12	11
a2111oi_0	20	11
ha_1	10	10
inv_1	10	9
or3_1	8	8
a211o_1	8	8
nand4_1	8	8
a2111oi_1	0	8
clkinvlp_4	0	8
Power and IR drop assume default switching activity.
